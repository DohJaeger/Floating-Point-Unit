$ cat design/flow/config.mk
export PLATFORM = sky130hd
export DESIGN_NAME = bf16_fma
export DESIGN_NICKNAME = bf16_fma
export VERILOG_FILES = /design/flow/design.v
export SDC_FILE = /design/flow/constraint.sdc
export NUM_CORES = 4
export LEC_CHECK = 1
export CORE_UTILIZATION = 40
$ cat design/flow/constraint.sdc
current_design bf16_fma

set clk_period 25.5
set clk_io_pct 0.2

create_clock -name clk0 -period $clk_period

set non_clock_inputs [all_inputs -no_clocks]
set_input_delay [expr $clk_period * $clk_io_pct] -clock clk0 $non_clock_inputs
set_output_delay [expr $clk_period * $clk_io_pct] -clock clk0 [all_outputs]
$ cat design/flow/design.v
`timescale 1ns / 1ps
module bf16_adder(
    input  [15:0] num_1,
    input  [15:0] num_2,
    output reg [15:0] result,
    output reg zero,
    output reg underflow,
    output reg overflow,
    output reg q_nan,
    output reg s_nan,
    output reg positive_inf,
    output reg negative_inf
);
reg res_sign;
reg signed [8:0] res_exp;
reg signed [8:0] res_mant;
reg [3:0] shift_amt;
wire sign_1, sign_2;
wire [7:0] exp_1, exp_2;
wire [6:0] mant_1, mant_2;
wire [7:0] mant_eff_1, mant_eff_2;
assign sign_1 = num_1[15];
assign sign_2 = num_2[15];
assign exp_1 = num_1[14:7];
assign exp_2 = num_2[14:7];
assign mant_1 = num_1[6:0]; 
assign mant_2 = num_2[6:0];
assign mant_eff_1 = {1'b1, mant_1};
assign mant_eff_2 = {1'b1, mant_2};
always @(*) begin
    zero = 1'b0;
    underflow = 1'b0;
    overflow = 1'b0;
    q_nan = 1'b0;
    s_nan = 1'b0;
    positive_inf = 1'b0;
    negative_inf = 1'b0;
    if (exp_1 == 8'd0)
        result = num_2;
    if (exp_2 == 8'd0)
        result = num_1;
    if (exp_1 == 8'd0 && exp_2 == 8'd0) begin
        result = 16'd0;
        zero = 1'b1;
    end
    if ((exp_1 == 8'hff && sign_1 == 1'b0) || (exp_2 == 8'hff && sign_2 == 1'b0)) begin
        result = 16'h7f80;
        positive_inf = 1'b1;
    end else if ((exp_1 == 8'hff && sign_1 == 1'b1) || (exp_2 == 8'hff && sign_2 == 1'b1)) begin
        result = 16'hff80;
        negative_inf = 1'b1;
    end
    if (num_1 == 16'h7fc1 || num_2 == 16'hffc1) begin
        result = 16'hffc1;
        q_nan = 1'b1;
    end else if (num_1 == 16'h7f81 || num_2 == 16'hff81) begin
        result = 16'hff81;
        s_nan = 1'b1;
    end
    if (sign_1 == sign_2 && exp_1 != 8'd0 && exp_2 != 8'd0 && exp_1 != 8'd255 && exp_2 != 8'd255) begin
        if (exp_1 >= exp_2) begin
            res_sign = sign_1;
            res_exp = exp_1;
            res_mant = mant_eff_1 + (mant_eff_2 >> (exp_1 - exp_2));
        end else begin
            res_sign = sign_2;
            res_exp = exp_2;
            res_mant = mant_eff_2 + (mant_eff_1 >> (exp_2 - exp_1));
        end
        if (res_mant[8]) begin
            res_exp = res_exp + 9'd1;
            res_mant = res_mant >> 1;
        end
    end else if (sign_1 != sign_2 && exp_1 != 8'd0 && exp_2 != 8'd0 && exp_1 != 8'd255 && exp_2 != 8'd255) begin
        if (exp_1 > exp_2) begin
            res_sign = sign_1;
            res_exp = exp_1;
            res_mant = mant_eff_1 - (mant_eff_2 >> (exp_1 - exp_2));
        end else if (exp_1 < exp_2) begin
            res_sign = sign_2;
            res_exp = exp_2;
            res_mant = mant_eff_2 - (mant_eff_1 >> (exp_2 - exp_1));
        end else begin
            if (mant_eff_1 >= mant_eff_2) begin
                res_sign = sign_1;
                res_exp = exp_1;
                res_mant = mant_eff_1 - mant_eff_2;
            end else begin
                res_sign = sign_2;
                res_exp = exp_1;
                res_mant = mant_eff_2 - mant_eff_1;
            end
        end
        casez (res_mant)
            9'b01zzzzzzz : shift_amt = 4'd0;
            9'b001zzzzzz : shift_amt = 4'd1;
            9'b0001zzzzz : shift_amt = 4'd2;
            9'b00001zzzz : shift_amt = 4'd3;
            9'b000001zzz : shift_amt = 4'd4;
            9'b0000001zz : shift_amt = 4'd5;
            9'b00000001z : shift_amt = 4'd6;
            9'b000000001 : shift_amt = 4'd7;
            9'b000000000 : shift_amt = 4'd8;
        endcase
        res_mant = res_mant << shift_amt;
        res_exp = res_exp - shift_amt;
    end
    if (exp_1 != 8'd0 && exp_2 != 8'd0 && exp_1 != 8'd255 && exp_2 != 8'd255)
        result = {res_sign, res_exp[7:0], res_mant[6:0]};
    if (res_exp >= 9'd255)
        overflow = 1'b1;
    else if (res_exp[8])
        underflow = 1'b1;
end
endmodule
`timescale 1ns / 1ps
module bf16_fma(
    input  [15:0] num_a,
    input  [15:0] num_b,
    input  [15:0] num_c,
    output [15:0] result,
    output zero,
    output underflow,
    output overflow,
    output q_nan,
    output s_nan,
    output positive_inf,
    output negative_inf
);
wire [15:0] intermediate_result;
wire underflow_1, overflow_1, underflow_2, overflow_2;
bf16_multiplier mult_1(
    .num_1(num_a),
    .num_2(num_b),
    .result(intermediate_result),
    .zero(),
    .underflow(underflow_1),
    .overflow(overflow_1),
    .q_nan(),
    .s_nan(),
    .positive_inf(),
    .negative_inf()
);
bf16_adder add_1(
    .num_1(intermediate_result),
    .num_2(num_c),
    .result(result),
    .zero(zero),
    .underflow(underflow_2),
    .overflow(overflow_2),
    .q_nan(q_nan),
    .s_nan(s_nan),
    .positive_inf(positive_inf),
    .negative_inf(negative_inf)
);
assign overflow = overflow_1 | overflow_2;
assign underflow = underflow_1 | underflow_2;
endmodule
`timescale 1ns / 1ps
module bf16_multiplier(
    input  [15:0] num_1,
    input  [15:0] num_2,
    output reg [15:0] result,
    output reg zero,
    output reg underflow,
    output reg overflow,
    output reg q_nan,
    output reg s_nan,
    output reg positive_inf,
    output reg negative_inf
);
reg res_sign;
reg signed [8:0] res_exp;
reg signed [15:0] res_mant;
wire sign_1, sign_2;
wire [7:0] exp_1, exp_2;
wire [6:0] mant_1, mant_2;
wire [7:0] mant_eff_1, mant_eff_2;
assign sign_1 = num_1[15];
assign sign_2 = num_2[15];
assign exp_1  = num_1[14:7];
assign exp_2  = num_2[14:7];
assign mant_1 = num_1[6:0];
assign mant_2 = num_2[6:0];
assign mant_eff_1 = {1'b1, mant_1};
assign mant_eff_2 = {1'b1, mant_2};
always @(*) begin
    if (exp_1 == 8'd0 || exp_2 == 8'd0) begin
        result = 16'd0;
        zero = 1'b1;
    end 
    else if (num_1 == 16'h7fc1 || num_2 == 16'hffc1) begin
        result = 16'hffc1;
        q_nan = 1'b1;
    end 
    else if (num_1 == 16'h7f81 || num_2 == 16'hff81) begin
        result = 16'hff81;
        s_nan = 1'b1;
    end 
    else if (exp_1 == 8'hff || exp_2 == 8'hff) begin
        result = {sign_1 ^ sign_2, 15'b111111110000000};
        if (sign_1 ^ sign_2 == 1'b0)
            positive_inf = 1'b1;
        else
            negative_inf = 1'b1;
    end 
    else begin
        res_sign = sign_1 ^ sign_2;
        res_exp = exp_1 + exp_2 - 9'd127;
        res_mant = mant_eff_1 * mant_eff_2;
        if (res_mant[15] == 1'b1) begin
            res_exp = res_exp + 9'd1;
            res_mant = res_mant >> 1;
        end
        result = {res_sign, res_exp[7:0], res_mant[13:7]};
        if (res_exp >= 9'd255)
            overflow = 1'b1;
        else if (res_exp[8] == 1'b1)
            underflow = 1'b1;
    end
end
endmodule
$ cat design/flow/run.sh
#!/bin/bash
# OpenROAD 26Q1-2900-gdf79404cd8, Yosys 0.63+post, stock flow scripts
make -C /OpenROAD-flow-scripts/flow DESIGN_CONFIG=/design/flow/config.mk WORK_HOME=/design/flow/orfs finish
==> reports/qor.yml <==
detailed_routing:
  highest_layer: "met4"
  antennaDiodeCount: 0
  detailroute.wirelength.met3_microns: 950
  drt_iter0_drc: 469
  wl_met2_microns: 10100
  wl_microns: 22600
  routed_via_density: 5.56
  ant_nets: 0
  vias: 7971
  wl_per_cell_microns: 15.7
  firstDrtPassIters: 5
  m1WireLength_microns: 11200
  drc: 0
yosys:
  synth_cells: 1112
  synth-edff-count: 0
  topCellsByArea: "ha_1 15%, fa_1 11%, inv_1 5.5%"
  yosys-top-cells-count: "118 x inv_1, 103 x nand2_1, 99 x ha_1, 79 x nor2_1, 74 x o21ai_0"
  top_area_frac: 0.153
  ys_warn_count: 15
  syn_avg_cell_area_sq_um: 7.30
  largest_area_cell: "ha_1"
  ys_cells: 1112
  syn_area_sq_um: 8110
  yosysUniqueCellTypes: 101
  ys_area_sq_um: 8110
  async_flop_share: 0
  synth.most_common_cell: "inv_1"
  ys.flops: 22
  ys.flop_type: "dlxtn_1"
final_timing:
  setup_viol: 0
  max_freq_ghz: 0.0410
  period_needed_ns: 24.39
  slew_headroom: 0.431
  unclocked_pins: 22
  fin_crit_sh: 0.957
  untimed_endpoints: 22
  setup_tns_ns: 0
  hold_viol_final: 0
  final_max_slew_viol_count: 0
  finalWorstSetupSlack_ns: 1.11
  worst_pin_slew_ns: 0.841
  rsz0062_at_grt: "no"
floorplanning:
  dieArea_sq_um: 20900
  io_pins: 71
  num_rows: 51
  die_x_microns: 144
  fp_util: 0.413
  core_area_sq_um: 19700
  die_h_microns: 144
critical_path:
  max_stage_delay_ns: 0.59
  cp_common_cell: "fa_1"
  setup.worst_path.class: "in -> out"
  arrival_ns: 19.29
  path_max_fanout: 45
  critPathRequiredTime_ns: 20.40
  crit_slowest_cell: "clkdlybuf4s50_1"
  start_kind: "input pin"
  critical_path.endpoint_type: "output pin"
global_routing:
  antenna_found_initial: 0
  grt_usage: 0.233
  grt_pass1_wl_microns: 37600
  grt_remaining_overflow: 0
  grt_pass1_vias: 7568
  grt_max_degree: 46
place:
  dp_slack_ns: 0.511
  io_buffers: 69
  hpwl_microns: 18500
  placed_cell_area_sq_um: 9090
  place.gp.congestion: 0.976
pwr:
  p_leak_nw: 4.19
  powerDensity_nw_per_um2: 150
  vdd_drop_max_v: 0.0000654
final_layout:
  fillCellCount: 2013
  final_cell_area_sq_um: 9100
  syn_to_final_growth_pct: 12.2
  drive_gt1_frac: 0.0565
outcome:
  outcome: "complete, no violations"
flow_run:
  warnings: 45
  cap_viol_max_count: 0
clock_tree:
  cts_setup_buffers: 0
  cts_hold_buf: 0
  cts.repair.resized: 0
worst_hold_path:
  hold_class: "in -> out"
metrics by stage:
step,total power [mW],hold WS (ns),std cells,utilization
2_1_floorplan,1.04,10.32,1128,-
3_3_place_gp,1.35,11.42,1433,0.462
3_5_place_dp,1.35,11.43,1433,0.462
4_1_cts,1.36,11.43,1433,0.462
5_1_grt,1.55,11.47,1433,0.463
6_report,1.37,11.42,1433,0.463
cell usage in the layout (no fill, tap or decap), types with 4 or more instances in the layout:
cell type,count
buf_4,10
fa_1,44
nor2_1,79
o21a_1,8
dlxtn_1,22
o21ai_0,73
or2_2,8
mux2_2,8
a21o_1,19
xor2_1,19
conb_1,18
nand4_1,13
nor3_1,17
nand2b_1,19
a31oi_1,9
nor4_1,16
mux2i_1,30
clkdlybuf4s50_1,69
a211oi_1,10
inv_1,118
ha_1,99
nand3_1,24
nor3b_1,4
nor2b_1,33
o22ai_1,11
o2111ai_1,5
a22oi_1,10
or3_1,6
o31ai_1,9
a21oi_1,60
o211ai_1,11
nand2_1,102
and2_1,40
a211o_1,5
xnor2_1,26
and3_1,9
per-layer routing:
| layer | vias to the layer above | global-route usage |
|---|---|---|
| met5 | - | 0 |
| met3 | 23 | 0.0172 |
| met4 | 0 | 0.0288 |
| met1 | 3716 | 0.352 |
| met2 | 175 | 0.376 |
| li1 | 4057 | - |
final cells by class:
| class | instances | area, sq um | share of cell area |
|---|---|---|---|
| sequential | 22 | 330 | 0.0363 |
| multi-input combinational | 945 | 7210 | 0.792 |
| timing repair buffer | 79 | 766 | 0.0841 |
| tap | 265 | 332 | 0.0364 |
| inverter | 122 | 463 | 0.0509 |
critical path, delay by kind of cell:
kind | cells | cell delay (ns)
muxes | 3 | 0.58
latches | 1 | 0.36
AOI/OAI and AO/OA | 20 | 5.08
buffers and inverters | 8 | 2.20
xor gates and xnor gates | 2 | 0.23
and+or+nand+nor | 11 | 2.04
adders and majority gates | 9 | 3.65
final timing paths:
kind | start | end | slack (ns) | cells after the start
worst max-delay path | num_b[2] | result[14] | 1.11 | 54
worst min-delay path | num_c[15] | positive_inf | 11.42 | 3
sequential cells by signal (all words and copies together), names as in the netlist:
register,count
add_1.res_exp,2
add_1.result,16
add_1.shift_amt,4
cell families after synthesis:
kind of cell	count (synthesis)	synth area share
mux	40	0.0512
fa+ha+maj	143	0.261
xor+xnor	47	0.0534
latches	22	0.0407
compound gates	303	0.263
simple gates	394	0.249
other cells	2	0.000926
buf+inv	161	0.0806
report_power, final:
part | switching [mW] | total [mW] | internal, mW
logic | 0.768 | 1.33 | 0.561
registers | 0.00485 | 0.0383 | 0.0335
clock network | 0 | 0 | 0
Power is estimated from default activity; no workload was simulated.
