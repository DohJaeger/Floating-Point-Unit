**config.mk**
```make
export PLATFORM = sky130hd
export DESIGN_NAME = program_counter
export DESIGN_NICKNAME = program_counter
export VERILOG_FILES = /design/flow/design.v
export SDC_FILE = /design/flow/constraint.sdc
export NUM_CORES = 4
export LEC_CHECK = 1
export CORE_AREA = 10 10 70 70
export DIE_AREA = 0 0 80 80
```
**constraint.sdc**
```tcl
current_design program_counter

set clk_period 1.5
set clk_io_pct 0.2

create_clock -name clk0 -period $clk_period [get_ports {clk}]

set non_clock_inputs [all_inputs -no_clocks]
set_input_delay [expr $clk_period * $clk_io_pct] -clock clk0 $non_clock_inputs
set_output_delay [expr $clk_period * $clk_io_pct] -clock clk0 [all_outputs]
```
**design.v**
```verilog
`timescale 1ns / 1ps
module program_counter(clk,reset,PC);
input clk;
input reset;
output reg [3:0] PC;
always @(posedge clk or posedge reset)
    begin
        if (reset) 
    PC <= 4'b0000;
    else
    PC <= PC + 4'b0001;
    end
endmodule
```
**run.sh**
```bash
#!/bin/bash
# OpenROAD 26Q1-2900-gdf79404cd8, Yosys 0.63+post, stock flow scripts
make -C /OpenROAD-flow-scripts/flow DESIGN_CONFIG=/design/flow/config.mk WORK_HOME=/design/flow/orfs finish
```
==> results.yml <==
# flow metrics
drt:
  dr.pass1.iters: 1
  num_antenna_cells: 0
  viasPerCell: 1.52
  routed_wl_um: 394
  antenna_left: 0
  initialDrtViolationCount: 0
  drcViolationCount: 0
  post_drt_wl_per_cell_um: 6.06
  num_vias: 99
layout:
  largest_register: "PC"
  area_growth_pct: 96.5
  largest_reg_flops: 4
  final_area_um2: 280
  drive_gt1_frac: 0.211
  reg_top3: "PC (4)"
  final_core_util: 0.0821
synth:
  synth_warnings: 1
  yosys.area.top_type: "dfrtp_1"
  ff_type: "dfrtp_1"
  synthesis.area_um2: 143
  ys_sh_adder: 0.0877
  ys_chip_area_um2: 143
  mux_share: 0
  netlist_instances: 10
  edf_count: 0
  top_cell: "dfrtp_1"
  ys_sh_xor: 0.123
  top_cells_by_count: "dfrtp_1, inv_1"
  avgSynthCellArea_um2: 14.3
  netlist-cell-type-count: 6
  ys_async_sr_fraction: 1.00
  synth.top_cell.area_share: 0.702
  topCombFamilyByArea: "XOR/XNOR gates"
  yosys-top-cells-area: "dfrtp_1, ha_1, xnor2_1"
  ys_sh_simple: 0.0351
  ys.flops: 4
  aoi_share: 0
  yosysSeqAreaShare: 0.702
  ys_cells: 10
floorplanning:
  fp_util: 0.0418
  pin_count: 6
  chipArea_um2: 6400
  die_w_um: 80
  die_h_um: 80
  fp-row-count: 21
  coreArea_um2: 3420
flow_run:
  warnings: 25
  maxCapViolCount: 0
global_route:
  grt.total_usage: 0.0139
  grt_first_pass_wirelength_um: 648
  antenna_found_initial: 0
  overflow: 0
  grt_pass1_vias: 128
  grt_max_degree: 5
setup_path:
  cp_num_cells: 1
  endpoint: "PC[3]"
  timing.rr.end: "PC[2]"
  r2r_start: "PC[0]"
  max_stage_delay_ps: 510
  crit_path_start_kind: "flop"
  cpLargestDelayFamily: "buffers and inverters"
  cp_cell_sequence: "clkdlybuf4s50_1"
  r2r_slack_ps: 640
  crit_fanout: 2
  path_class: "reg2out"
  required_ps: 1200
  cp_num_buf_inv: 1
  cp.arrival_ps: 1090
  crit_start: "PC[3]"
  crit_path_end_kind: "output port"
  r2r_cells: 2
  cp_slowest_cell: "clkdlybuf4s50_1"
pwr:
  internal_power_mw: 0.200
  pwr-share-seq: 0.447
  p_switching_mw: 0.0426
  leakage_nw: 0.122
  clock_power_share: 0.534
  vdd_drop_max_v: 0.000449
  swShare: 0.176
  power.density_nw_per_um2: 866
  power_mw: 0.243
  power_frac_comb: 0.019
final_timing:
  period_minus_slack_ps: 1390
  fin_tns_setup_ps: 0
  fin_crit_sh: 0.929
  max_freq_mhz: 718
  hold_viol_final: 0
  drv_slew: 0
  fin_skew_ps: 4.50
  setup_viol: 0
  rsz0062_at_grt: "no"
  worstMarginPinSlew_ps: 149
  slew_headroom: 0.901
  worst_slack_ps: 107
cts:
  numCtsBuffers: 3
  h-tree-depth: 1
  cts.sinks: 4
  cts_tree: "done"
  cts_resized: 0
  cts_root_buffer: "clkbuf_4"
  clk_latency_ps: 230
  clk_pin_slew_worst_paths_ps: 40
  clockBufferDepth: 2
run_status:
  status: "finished clean"
placed_design:
  place_congestion: 0.641
  port_buffers: 5
  dp_slack_ps: 295
  postPlaceCellArea_um2: 250
worst_hold_path:
  hold_path_class: "in2async"
## metrics by stage
step / instances / hold WS [ps]
floorplan: 10 / 66.1
global placement: 61 / 455
detailed placement: 61 / 466
CTS: 64 / 251
global route: 65 / 265
finish: 65 / 254
## area by class of cell
type,count,area (um^2)
fillers,408,3140
well taps,46,57.6
repair buffers,6,57.6
inverters,2,7.51
clock buffers,3,22.5
flip-flops and latches,4,100
multi-input cells,4,35.0
## timing repair
action	4_1_cts	5_1_grt
endpoints found under the setup margin	0	1
hold buffers	0	0
setup buffers	0	1
## cells in the final DEF (no fill, tap or decap)
| master | n |
|---|---|
| xor2_1 | 1 |
| clkdlybuf4s50_1 | 5 |
| inv_1 | 2 |
| nand3_1 | 1 |
| buf_4 | 1 |
| ha_1 | 1 |
| dfrtp_1 | 4 |
| xnor2_1 | 1 |
| clkbuf_4 | 3 |
## worst min-delay path by stage
stage,startpoint,to,slack (ps)
final,reset,PC[3],250
after CTS,reset,PC[3],250
after global routing,reset,PC[3],260
## routing by layer
| layer | GRT usage | wire (um) | part of all wire |
|---|---|---|---|
| met5 | 0 | 0 | 0 |
| met4 | 0.00352 | 0 | 0 |
| met3 | 0.0148 | 60 | 0.15 |
| met2 | 0.0112 | 93 | 0.24 |
| met1 | 0.0207 | 240 | 0.61 |
## kinds of logic after synthesis
family        count (synthesis)
flops                         4
buf+inv                       2
xor+xnor                      2
simple gates                  1
fa+ha+maj                     1
## power groups by stage
stage,combinational (mW),sequential (mW),clock (mW)
after CTS,0.00483,0.109,0.136
after global routing,0.00532,0.108,0.148
final,0.00466,0.109,0.130
Power and IR drop assume default switching activity.
